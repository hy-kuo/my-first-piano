===== flow/design.v =====
module head(pressed, LCD_CLK, RESETN, LCD_DATA, LCD_ENABLE,
       LCD_RW, LCD_RSTN, LCD_CS1, LCD_CS2, LCD_DI);
	input  LCD_CLK;
	input  RESETN;
	input  pressed;
	output reg [7:0]  LCD_DATA;  
	output reg LCD_DI;
	output reg LCD_RW;  
	output LCD_ENABLE; 
	output LCD_RSTN;
	output reg LCD_CS1 = 0;  
	output reg LCD_CS2 = 1;  
	reg [7:0]  LCD_DATA_NEXT;
	reg LCD_RW_NEXT;
	reg LCD_DI_NEXT;
	reg [5:0]	SL, SL_NEXT;
	reg [2:0]  STATE, STATE_NEXT;
	reg [2:0]  X_PAGE, X_PAGE_NEXT;  
	reg [5:0]  Y, Y_NEXT;
	reg [1:0] IMAGE, IMAGE_NEXT;
	reg [7:0] PATTERN; 
	reg [6:0]  INDEX, INDEX_NEXT;
	reg [15:0] PAUSE_TIME, PAUSE_TIME_NEXT;
	reg START, START_NEXT;	
	reg NEW_PAGE, NEW_PAGE_NEXT;
	reg NEW_COL, NEW_COL_NEXT;
	reg [2:0] PAGE_COUNTER, PAGE_COUNTER_NEXT;
	reg [6:0] COL_COUNTER, COL_COUNTER_NEXT;
	reg ENABLE, ENABLE_NEXT;
	parameter Init = 3'd0, Set_StartLine = 3'd1, Clear_Screen = 3'd2, Copy_Image = 3'd3, Pause = 3'd4;
	parameter Delay = 16'b1000_0000_0000_0000;
	parameter	STATE_DIGIT0 = 2'd0,
					STATE_DIGIT1 = 2'd1,
					STATE_DIGIT2 = 2'd2,
					STATE_DIGIT3 = 2'd3;
	assign LCD_ENABLE = LCD_CLK & ENABLE;  
	assign LCD_RSTN = RESETN;
	assign PAUSED_TO_THE_END = (PAUSE_TIME == 0) ? 1 : 0;	
	always@(posedge LCD_CLK or negedge RESETN) begin
		if (!RESETN) begin
			SL			<=6'b0;
			STATE    <= Init;
			PAUSE_TIME    <= Delay;
			X_PAGE   <= 0;
			Y  <= 0;
			INDEX 	<=  0;
			LCD_DI   <= 0;
			LCD_RW   <= 0;
			IMAGE    <= 0;
			START <= 0;
			NEW_PAGE <= 1'b0;
			NEW_COL <= 1'b0;
			COL_COUNTER <= 0;
			PAGE_COUNTER <= 0;
			ENABLE <= 1'b0;
		end else begin
			SL <= SL_NEXT;
			STATE    <= STATE_NEXT;
			PAUSE_TIME    <= PAUSE_TIME_NEXT;
			X_PAGE   <= X_PAGE_NEXT;
			Y  <= Y_NEXT;
			INDEX<= INDEX_NEXT;
			LCD_DI   <= LCD_DI_NEXT;
			LCD_RW   <= LCD_RW_NEXT;
			LCD_DATA <= LCD_DATA_NEXT;
			IMAGE <= IMAGE_NEXT;	
			START <= START_NEXT;	
			NEW_PAGE <= NEW_PAGE_NEXT;
			NEW_COL <= NEW_COL_NEXT;
			COL_COUNTER <= COL_COUNTER_NEXT;
			PAGE_COUNTER <= PAGE_COUNTER_NEXT;
			ENABLE <= ENABLE_NEXT;
		end
	end
	always @(*) begin
		SL_NEXT = SL;
		STATE_NEXT  = STATE;
		PAUSE_TIME_NEXT = PAUSE_TIME;
		X_PAGE_NEXT = X_PAGE;
		Y_NEXT = Y;
		INDEX_NEXT = INDEX;
		LCD_DI_NEXT = LCD_DI;
		LCD_RW_NEXT = LCD_RW;
		LCD_DATA_NEXT = LCD_DATA;	
		IMAGE_NEXT = IMAGE;
		COL_COUNTER_NEXT = COL_COUNTER; 
		PAGE_COUNTER_NEXT = PAGE_COUNTER;
		START_NEXT =	1'b0;	
		NEW_PAGE_NEXT = 1'b0;
		NEW_COL_NEXT = 1'b0;	
		ENABLE_NEXT = 1'b0;
		case(STATE)
			Init: begin   
				STATE_NEXT =  Set_StartLine;
				LCD_DI_NEXT = 1'b0;
				LCD_RW_NEXT = 1'b0;
				LCD_DATA_NEXT = 8'b0011111_1; 
				ENABLE_NEXT = 1'b1;
			end
			Set_StartLine: begin  
				STATE_NEXT = Clear_Screen;
				LCD_DI_NEXT = 1'b0;
				LCD_RW_NEXT = 1'b0;
				LCD_DATA_NEXT = 8'b11_000000;
				ENABLE_NEXT = 1'b1;
				START_NEXT = 1'b1;
			end
			Clear_Screen: begin
				if (START) begin
					NEW_PAGE_NEXT = 1'b1;
					PAGE_COUNTER_NEXT = 0;
					COL_COUNTER_NEXT = 0;
					X_PAGE_NEXT = 0;  
					Y_NEXT = Y ;  
				end else	
				if (NEW_PAGE) begin
					LCD_DI_NEXT = 1'b0;
					LCD_RW_NEXT = 1'd0;
					LCD_DATA_NEXT = {5'b10111, X_PAGE};
					ENABLE_NEXT = 1'b1;
					NEW_COL_NEXT = 1'b1;
				end else if (NEW_COL) begin 
					LCD_DI_NEXT    = 1'b0;
					LCD_RW_NEXT    = 1'd0;
					LCD_DATA_NEXT  = 8'b01_000000;  
					ENABLE_NEXT = 1'b1;
				end else if (COL_COUNTER < 64) begin
					LCD_DI_NEXT    = 1'b1;
					LCD_RW_NEXT    = 1'd0;
					LCD_DATA_NEXT  = 8'b00000000;
					ENABLE_NEXT = 1'b1;
					COL_COUNTER_NEXT = COL_COUNTER + 1;
				end else begin
					if (PAGE_COUNTER == 7) begin  
						STATE_NEXT = Copy_Image;
						START_NEXT = 1'b1;
					end else begin
						X_PAGE_NEXT  = X_PAGE + 1;
						NEW_PAGE_NEXT = 1'b1;
						PAGE_COUNTER_NEXT = PAGE_COUNTER + 1;
						COL_COUNTER_NEXT = 0;
					end
				end
			end						
			Copy_Image: begin  
				if (START) begin
					NEW_PAGE_NEXT = 1'b1;
					X_PAGE_NEXT = 3;   
					LCD_DI_NEXT = 1'b0;
					LCD_RW_NEXT = 1'b0;
					LCD_DATA_NEXT = {2'b11,SL};
					ENABLE_NEXT = 1'b1;
					PAGE_COUNTER_NEXT = 0;
					COL_COUNTER_NEXT = 0;
				end else if (NEW_PAGE) begin
					LCD_DI_NEXT = 1'b0;
					LCD_RW_NEXT = 1'b0;
					LCD_DATA_NEXT = {5'b10111, X_PAGE}; 
					ENABLE_NEXT = 1'b1;
					NEW_COL_NEXT = 1'b1;
				end else if (NEW_COL) begin
					LCD_DI_NEXT = 1'b0;
					LCD_RW_NEXT = 1'b0;
					LCD_DATA_NEXT = {2'b01,Y};
					ENABLE_NEXT = 1'b1;
				end else if (COL_COUNTER < 32) begin  
					LCD_DI_NEXT = 1'b1;
					LCD_RW_NEXT = 1'b0;
					LCD_DATA_NEXT = PATTERN;
					ENABLE_NEXT = 1'b1;
					INDEX_NEXT = INDEX + 1;
					COL_COUNTER_NEXT = COL_COUNTER + 1;
				end else begin 
					if(pressed)begin
					IMAGE_NEXT = (IMAGE + 1)%4;
					end
					if (PAGE_COUNTER == 1) begin  
						STATE_NEXT = Pause;
					end else begin
						X_PAGE_NEXT = X_PAGE + 1;		
						NEW_PAGE_NEXT = 1'b1;
						PAGE_COUNTER_NEXT = PAGE_COUNTER + 1;
						COL_COUNTER_NEXT = 0;
					end
				end				
			end
			Pause: begin
				if (PAUSED_TO_THE_END) begin
					STATE_NEXT = Copy_Image;
					START_NEXT = 1'b1;
				end 
				else STATE_NEXT = Pause;
				PAUSE_TIME_NEXT = PAUSE_TIME - 1; 
			end
			default: STATE_NEXT = Init;
		endcase
    end
  always @(*)begin
	case (IMAGE)
		2'b00:	 
			case (INDEX)
			  8'h00  :  PATTERN = 8'hC0;  
			  8'h01  :  PATTERN = 8'h20;  
			  8'h02  :  PATTERN = 8'h10;  
			  8'h03  :  PATTERN = 8'h08;
			  8'h04  :  PATTERN = 8'h04;
			  8'h05  :  PATTERN = 8'h02;
			  8'h06  :  PATTERN = 8'h02;
			  8'h07  :  PATTERN = 8'h02;
			  8'h08  :  PATTERN = 8'h02; 
			  8'h09  :  PATTERN = 8'h01;
			  8'h0A  :  PATTERN = 8'h01;
			  8'h0B  :  PATTERN = 8'h01;
			  8'h0C  :  PATTERN = 8'h01;
			  8'h0D  :  PATTERN = 8'h01;
			  8'h0E  :  PATTERN = 8'h01;
			  8'h0F  :  PATTERN = 8'h03;
			  8'h10  :  PATTERN = 8'h02;
			  8'h11  :  PATTERN = 8'h02;
			  8'h12  :  PATTERN = 8'h04;
			  8'h13  :  PATTERN = 8'h04;
			  8'h14  :  PATTERN = 8'h08;
			  8'h15  :  PATTERN = 8'h30;
			  8'h16  :  PATTERN = 8'hC0;
			  8'h17  :  PATTERN = 8'h00;  
			  8'h18  :  PATTERN = 8'h00; 
			  8'h19  :  PATTERN = 8'h00;
			  8'h1A  :  PATTERN = 8'h00;
			  8'h1B  :  PATTERN = 8'h00;
			  8'h1C  :  PATTERN = 8'h00;
			  8'h1D  :  PATTERN = 8'h00;
			  8'h1E  :  PATTERN = 8'h00;
			  8'h1F  :  PATTERN = 8'h00;
			  8'h20  :  PATTERN = 8'h3F;  
			  8'h21  :  PATTERN = 8'hE0;
			  8'h22  :  PATTERN = 8'h20;
			  8'h23  :  PATTERN = 8'h20;
			  8'h24  :  PATTERN = 8'h20;
			  8'h25  :  PATTERN = 8'h30;
			  8'h26  :  PATTERN = 8'h10;
			  8'h27  :  PATTERN = 8'h4F;    
			  8'h28  :  PATTERN = 8'h20; 
			  8'h29  :  PATTERN = 8'h21;
			  8'h2A  :  PATTERN = 8'h22;
			  8'h2B  :  PATTERN = 8'h02;
			  8'h2C  :  PATTERN = 8'h84;
			  8'h2D  :  PATTERN = 8'h88;
			  8'h2E  :  PATTERN = 8'h08;
			  8'h2F  :  PATTERN = 8'h28;
			  8'h30  :  PATTERN = 8'h28;
			  8'h31  :  PATTERN = 8'h28;
			  8'h32  :  PATTERN = 8'h08;
			  8'h33  :  PATTERN = 8'h10;
			  8'h34  :  PATTERN = 8'hE0;
			  8'h35  :  PATTERN = 8'h20;
			  8'h36  :  PATTERN = 8'h1F;
			  8'h37  :  PATTERN = 8'h00;  
			  8'h38  :  PATTERN = 8'h00; 
			  8'h39  :  PATTERN = 8'h00;
			  8'h3A  :  PATTERN = 8'h00;
			  8'h3B  :  PATTERN = 8'h00;
			  8'h3C  :  PATTERN = 8'h00;
			  8'h3D  :  PATTERN = 8'h00;
			  8'h3E  :  PATTERN = 8'h00;
			  8'h3F  :  PATTERN = 8'h00;
			  8'h40  :  PATTERN = 8'h00;  
			  8'h41  :  PATTERN = 8'h00;
			  8'h42  :  PATTERN = 8'h01;  
			  8'h43  :  PATTERN = 8'h0F;
			  8'h44  :  PATTERN = 8'h18;
			  8'h45  :  PATTERN = 8'h20;
			  8'h46  :  PATTERN = 8'h40;
			  8'h47  :  PATTERN = 8'h40;    
			  8'h48  :  PATTERN = 8'h40; 
			  8'h49  :  PATTERN = 8'h40;
			  8'h4A  :  PATTERN = 8'h48;
			  8'h4B  :  PATTERN = 8'h48;
			  8'h4C  :  PATTERN = 8'h51;
			  8'h4D  :  PATTERN = 8'h50;
			  8'h4E  :  PATTERN = 8'h51;
			  8'h4F  :  PATTERN = 8'h48;
			  8'h50  :  PATTERN = 8'h28;
			  8'h51  :  PATTERN = 8'h20;
			  8'h52  :  PATTERN = 8'h10;
			  8'h53  :  PATTERN = 8'h0C;
			  8'h54  :  PATTERN = 8'h00;
			  8'h55  :  PATTERN = 8'h00;
			  8'h56  :  PATTERN = 8'h00;
			  8'h57  :  PATTERN = 8'h00;
			  8'h58  :  PATTERN = 8'h00;
			  8'h59  :  PATTERN = 8'h00;
			  8'h5A  :  PATTERN = 8'h00;
			  8'h5B  :  PATTERN = 8'h00;
			  8'h5C  :  PATTERN = 8'h00;
			  8'h5D  :  PATTERN = 8'h00;
			  8'h5E  :  PATTERN = 8'h00;
			  8'h5F  :  PATTERN = 8'h00;			  
			endcase
		2'b01:	 
			case (INDEX)
			  8'h00  :  PATTERN = 8'h00;  
			  8'h01  :  PATTERN = 8'hC0;  
			  8'h02  :  PATTERN = 8'h30;  
			  8'h03  :  PATTERN = 8'h08;
			  8'h04  :  PATTERN = 8'h04;
			  8'h05  :  PATTERN = 8'h02;
			  8'h06  :  PATTERN = 8'h02;
			  8'h07  :  PATTERN = 8'h01;
			  8'h08  :  PATTERN = 8'h01; 
			  8'h09  :  PATTERN = 8'h01;
			  8'h0A  :  PATTERN = 8'h01;
			  8'h0B  :  PATTERN = 8'h01;
			  8'h0C  :  PATTERN = 8'h01;
			  8'h0D  :  PATTERN = 8'h02;
			  8'h0E  :  PATTERN = 8'h02;
			  8'h0F  :  PATTERN = 8'h02;
			  8'h10  :  PATTERN = 8'h02;
			  8'h11  :  PATTERN = 8'h04;
			  8'h12  :  PATTERN = 8'h04;
			  8'h13  :  PATTERN = 8'h08;
			  8'h14  :  PATTERN = 8'h10;
			  8'h15  :  PATTERN = 8'h60;
			  8'h16  :  PATTERN = 8'h80;
			  8'h17  :  PATTERN = 8'h00;  
			  8'h18  :  PATTERN = 8'h00; 
			  8'h19  :  PATTERN = 8'h00;
			  8'h1A  :  PATTERN = 8'h00;
			  8'h1B  :  PATTERN = 8'h00;
			  8'h1C  :  PATTERN = 8'h00;
			  8'h1D  :  PATTERN = 8'h00;
			  8'h1E  :  PATTERN = 8'h00;
			  8'h1F  :  PATTERN = 8'h00;
			  8'h20  :  PATTERN = 8'h33;  
			  8'h21  :  PATTERN = 8'h4D;
			  8'h22  :  PATTERN = 8'hC4;
			  8'h23  :  PATTERN = 8'h04;
			  8'h24  :  PATTERN = 8'h04;
			  8'h25  :  PATTERN = 8'h02;
			  8'h26  :  PATTERN = 8'h01;
			  8'h27  :  PATTERN = 8'h00;    
			  8'h28  :  PATTERN = 8'h08; 
			  8'h29  :  PATTERN = 8'h18;
			  8'h2A  :  PATTERN = 8'h18;
			  8'h2B  :  PATTERN = 8'h09;
			  8'h2C  :  PATTERN = 8'h61;
			  8'h2D  :  PATTERN = 8'h22;
			  8'h2E  :  PATTERN = 8'h62;
			  8'h2F  :  PATTERN = 8'h02;
			  8'h30  :  PATTERN = 8'h0A;
			  8'h31  :  PATTERN = 8'h1A;
			  8'h32  :  PATTERN = 8'h1A;
			  8'h33  :  PATTERN = 8'h02;
			  8'h34  :  PATTERN = 8'h02;
			  8'h35  :  PATTERN = 8'hFE;
			  8'h36  :  PATTERN = 8'h01;
			  8'h37  :  PATTERN = 8'h00;  
			  8'h38  :  PATTERN = 8'h10; 
			  8'h39  :  PATTERN = 8'h38;
			  8'h3A  :  PATTERN = 8'h38;
			  8'h3B  :  PATTERN = 8'h1F;
			  8'h3C  :  PATTERN = 8'h03;
			  8'h3D  :  PATTERN = 8'h01;
			  8'h3E  :  PATTERN = 8'h00;
			  8'h3F  :  PATTERN = 8'h00;
			  8'h40  :  PATTERN = 8'h00;  
			  8'h41  :  PATTERN = 8'h00;
			  8'h42  :  PATTERN = 8'h03;  
			  8'h43  :  PATTERN = 8'h0C;
			  8'h44  :  PATTERN = 8'h10;
			  8'h45  :  PATTERN = 8'h20;
			  8'h46  :  PATTERN = 8'h20;
			  8'h47  :  PATTERN = 8'h40;    
			  8'h48  :  PATTERN = 8'h4A; 
			  8'h49  :  PATTERN = 8'h4A;
			  8'h4A  :  PATTERN = 8'h52;
			  8'h4B  :  PATTERN = 8'h52;
			  8'h4C  :  PATTERN = 8'h52;
			  8'h4D  :  PATTERN = 8'h52;
			  8'h4E  :  PATTERN = 8'h52;
			  8'h4F  :  PATTERN = 8'h4A;
			  8'h50  :  PATTERN = 8'h26;
			  8'h51  :  PATTERN = 8'h20;
			  8'h52  :  PATTERN = 8'h10;
			  8'h53  :  PATTERN = 8'h10;
			  8'h54  :  PATTERN = 8'h0C;
			  8'h55  :  PATTERN = 8'h03;
			  8'h56  :  PATTERN = 8'h00;
			  8'h57  :  PATTERN = 8'h00;
			  8'h58  :  PATTERN = 8'h00;
			  8'h59  :  PATTERN = 8'h00;
			  8'h5A  :  PATTERN = 8'h00;
			  8'h5B  :  PATTERN = 8'h00;
			  8'h5C  :  PATTERN = 8'h00;
			  8'h5D  :  PATTERN = 8'h00;
			  8'h5E  :  PATTERN = 8'h00;
			  8'h5F  :  PATTERN = 8'h00;		 			  
			endcase
	endcase	
  end
endmodule 

===== flow/run.sh =====
#!/bin/bash
# OpenROAD 26Q1-2900-gdf79404cd8, Yosys 0.63+post, stock flow scripts
make -C /OpenROAD-flow-scripts/flow DESIGN_CONFIG=/design/flow/config.mk WORK_HOME=/design/flow/orfs finish

===== flow/config.mk =====
export PLATFORM = sky130hd
export DESIGN_NAME = head
export DESIGN_NICKNAME = head
export VERILOG_FILES = /design/flow/design.v
export SDC_FILE = /design/flow/constraint.sdc
export NUM_CORES = 4
export LEC_CHECK = 1
export CORE_UTILIZATION = 40

===== flow/constraint.sdc =====
current_design head

set clk_period 5.4
set clk_io_pct 0.2

create_clock -name clk0 -period $clk_period [get_ports {LCD_CLK}]

set non_clock_inputs [all_inputs -no_clocks]
set_input_delay [expr $clk_period * $clk_io_pct] -clock clk0 $non_clock_inputs
set_output_delay [expr $clk_period * $clk_io_pct] -clock clk0 [all_outputs]

==> results_slide.txt <==
Key Metrics from the Run

Job
  – OpenROAD warning count: 33
  – Max_cap viols: 0

Yosys
  – Fraction of synthesized area in multiplexers: 0.0136
  – Compound-Gate Fraction of Synth Area: 0.230
  – Number of distinct library cells after synthesis: 78
  – Main logic family: simple AND/OR/NAND/NOR gates
  – Area share of and/or/nand/nor cells after synthesis: 0.266
  – Parity-gate share of the synthesized area counting xor and xnor cells: 0.0458
  – Number of enable-type register cells in the synthesized netlist: 8
  – Count of instantiated cells in the yosys netlist: 558
  – Synth Instances: 558
  – Adder Share, Synth: 0.0382
  – Summed instance area of the synthesized netlist: between 4000 and 5000 µm²
  – Chip area line of the yosys report: 4590 µm²
  – Leading register cell type out of synthesis: dfrtp_1
  – Post-synth ARST share: 0.750
  – Number of synthesized register bits: about 64
  – Mean instance size in the synthesized netlist: ~8.2 µm²
  – Synthesis warning total: 2

Placement
  – Number of placed instances, taps included: 682
  – # port buffers: 13
  – HPWL reported at the end of detailed placement: between 9000 and 10000 µm
  – RePlAce Congestion: 0.984
  – Post-place setup slack: 1110 ps

Worst setup path
  – Reg-to-reg setup timing slack: 3190 ps
  – Largest fanout on the critical path: 2
  – Cell repeated most along the worst path: clkbuf_16
  – Data required time at the worst endpoint: around 4300 ps
  – End of the critical path: LCD_ENABLE
  – Cell chain of the critical path: clkbuf_16, clkbuf_16, and2_1, clkdlybuf4s50_1
  – Critical path startpoint: LCD_CLK
  – CP Launch Type: clock port
  – Path depth of the worst reg2reg path: 6
  – Crit path capture type: primary output
  – WP data arrival: 3480 ps
  – Reg-to-reg critical path endpoint: X_PAGE[2]
  – Slowest cell on the critical path: clkdlybuf4s50_1
  – Crit Path Category: clock port to primary output
  – Largest stage delay, worst path: 400 ps
  – Launching point of the worst reg2reg path: START

Timing
  – Worst Setup Slack, final: 839 ps
  – Worst clock skew: 6.73 ps
  – RSZ-0062 raised after global routing: no
  – Slew at the pin closest to its max-slew limit: 870 ps
  – Summed negative setup slack over all endpoints: 0 ps
  – Number of setup violations in the final report: 0
  – Number of unconstrained endpoints: 8
  – Pins over their slew limit: 0
  – Worst max-slew margin expressed relative to the limit: 0.419
  – Endpoints failing hold: 0
  – Number of register pins that no clock reaches: 8

Floorplan
  – Total I/O pin count: 17
  – Chip Area: 11900 µm²
  – Die Y-Extent: 109 µm
  – Row count: 38
  – Placeable core area: 11000 µm²
  – Die width: approximately 110 µm
  – Fp_density: 0.418

Routing
  – Average wire per cell in the routed design: 18.7 µm
  – Post-detailed-route count of antenna-violating nets: 0
  – Antenna cells: 0
  – Total via count in the routed design: 4285
  – Iteration-0 DRC count of the detailed router: 454
  – Post-route DRC violation count: 0
  – Drt pass-1 iters: 5
  – Via count normalized by instance count: 6.18
  – Wire length after detailed routing: 12900 µm

Pwr
  – Standby leakage power: 2.07 nW
  – Worst vdd rail ir drop: 230 µV
  – Cell Pwr Density: 233 nW/µm²
  – Total design power: between 1 and 1.5 mW

GRT
  – Pin count of the biggest net entering global routing: 51
  – Initial antenna violation count: 0
  – Tot GR Track Use: 0.238
  – Global-route wire length before repair: 21300 µm
  – Vias in the first global route: roughly 4000
  – Total grt overflow: 0

Clocking
  – Post-CTS Resized: 0
  – Source-to-sink clock delay at the later pin of the worst-skew pair: 400 ps
  – Clock slew seen by the registers of the worst setup and hold paths: around 70 ps
  – TritonCTS clock tree: built
  – Cts hold-fix bufs: 0
  – Postcts setup bufs: 0

Cells and area
  – Area Overhead vs Synth: 9.28%
  – Non-filler instance count after layout: 693
  – Proportion of layout cells with a drive suffix above 1: 0.0832

Run status
  – Result of the run: finished clean

Min path
  – Hold crit path type: flip-flop to flip-flop
## worst min path at each step
stage	startpoint	end	slack [ps]	cells after the start
6_report	STATE[0]	STATE[3]	410	0
5_1_grt	STATE[0]	STATE[3]	420	0
4_1_cts	STATE[0]	STATE[3]	410	0
## power by group
part	total (mW)	leakage (nW)	internal, mW	switching, mW
clock network	0.520	0.136	0.357	0.163
registers	0.492	0.776	0.463	0.0286
logic	0.157	1.16	0.0629	0.0943
## worst max-delay path: cells and delay by family
kind                   cells  cell delay, ps
buffers and inverters      3             650
AND/OR/NAND/NOR            1             140
## cell usage after synthesis (3+ instances only)
cell,number,area [µm²]
nor4_1,6,37.5
a2111oi_0,5,43.8
o21ai_0,34,170
o211ai_1,4,30.0
nand4_1,5,31.3
or2_1,3,18.8
and2_1,6,37.5
a32oi_1,3,26.3
inv_1,14,52.6
nor2b_1,9,56.3
edfxtp_1,8,240
a21oi_1,34,170
nand2_1,61,229
nand2b_1,14,87.6
buf_4,5,37.5
mux2i_1,4,40.0
a211oi_1,3,22.5
a31oi_1,14,87.6
buf_1,4,15.0
nor3_1,19,95.1
or3_1,8,50.1
xnor2_1,14,123
buf_2,18,90.1
xor2_1,10,87.6
o32a_1,4,40.0
or2_2,6,37.5
buf_6,4,45.0
a221o_1,4,40.0
nand3_1,25,125
nor4b_1,5,43.8
o21ai_1,7,35.0
nor2_1,48,180
and3_1,5,31.3
dlxtn_1,8,120
o31ai_1,3,22.5
o22ai_1,4,25.0
ha_1,14,175
a21o_1,3,22.5
dfrtp_1,46,1150
clkbuf_1,11,41.3
## final cells by class
class	count	area [µm²]
Multi-Input combinational cell	437	2740
Tap cell	140	175
Sequential cell	64	1560
Inverter	17	63.8
Fill cell	1049	5970
Clock inverter	2	38.8
Timing Repair Buffer	23	198
Clock buffer	10	235
## layout by cell type, fill, tap and decap left out, types with 5 or more instances in the layout
cell type	count
a2111oi_0	5
a21oi_1	34
clkbuf_16	9
inv_1	14
dfrtp_1	46
xnor2_1	14
nand2_1	61
o21ai_0	34
a31oi_1	14
nor3_1	19
nand2b_1	14
o21ai_1	7
dlxtn_1	8
buf_4	11
and3_1	5
nor2_1	48
edfxtp_1	8
nand3_1	25
xor2_1	10
nor4_1	6
clkdlybuf4s50_1	12
nand4_1	5
nor4b_1	5
and2_1	6
or3_1	8
ha_1	14
nor2b_1	9
or2_2	6
## registers in the layout, indices dropped and copies added, names as in the netlist
register	count
INDEX	7
X_PAGE	3
NEW_COL	1
LCD_DATA	8
NEW_PAGE	1
START	1
LCD_DI	1
PAGE_COUNTER	3
ENABLE	1
COL_COUNTER	7
PATTERN	8
IMAGE	2
STATE	5
PAUSE_TIME	16
## through the flow
stage | cell area [µm²] | utilization | hold WS, ps
floorplan | 4590 | - | 396
global placement | 4750 | 0.432 | 404
detailed placement | 4750 | 0.432 | 405
CTS | 5010 | 0.456 | 414
global route | 5010 | 0.456 | 419
finish | 5010 | 0.456 | 412
## cell families (layout without fill, tap and decap cells)
| logic type | after synthesis | in the layout |
|---|---|---|
| simple gates | 237 | 237 |
| fa+ha+maj | 14 | 14 |
| latches | 8 | 8 |
| compound gates | 152 | 152 |
| other cells | 2 | 4 |
| mux | 6 | 6 |
| buf+inv | 59 | 52 |
| xor+xnor | 24 | 24 |
| flops | 56 | 56 |
## routing by layer
layer / GRT usage / wire (µm)
met1: 0.349 / 5730
met2: 0.361 / 5750
met3: 0.0402 / 858
met5: 0 / 0
met4: 0.0811 / 607
Power is estimated from default activity; no workload was simulated.
