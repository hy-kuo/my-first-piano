===== /design/flow/run.sh =====
#!/bin/bash
# OpenROAD 26Q1-2900-gdf79404cd8, Yosys 0.63+post, stock flow scripts
make -C /OpenROAD-flow-scripts/flow DESIGN_CONFIG=/design/flow/config.mk WORK_HOME=/design/flow/orfs finish

===== /design/flow/config.mk =====
export PLATFORM = sky130hd
export DESIGN_NAME = clk_div
export DESIGN_NICKNAME = clk_div
export VERILOG_FILES = /design/flow/design.v
export SDC_FILE = /design/flow/constraint.sdc
export NUM_CORES = 4
export LEC_CHECK = 1
export CORE_AREA = 10 10 92 92
export DIE_AREA = 0 0 102 102

===== /design/flow/constraint.sdc =====
current_design clk_div

set clk_period 1.2
set clk_io_pct 0.2

create_clock -name clk0 -period $clk_period [get_ports {clock_40MHz}]

set non_clock_inputs [all_inputs -no_clocks]
set_input_delay [expr $clk_period * $clk_io_pct] -clock clk0 $non_clock_inputs
set_output_delay [expr $clk_period * $clk_io_pct] -clock clk0 [all_outputs]

===== /design/flow/design.v =====
module clk_div (clock_40MHz, clock_1MHz, clock_100KHz, clock_10KHz, clock_1KHz, clock_100Hz, clock_10Hz, clock_1Hz);
   input clock_40MHz;
   output clock_1MHz,clock_100KHz,clock_10KHz,clock_1KHz,clock_100Hz,clock_10Hz,clock_1Hz;
   reg clock_1MHz,clock_100KHz,clock_10KHz,clock_1KHz,clock_100Hz,clock_10Hz,clock_1Hz;
   reg[4:0] count_1MHz; 
   reg[2:0] count_100KHz,count_10KHz,count_1KHz,count_100Hz,count_10Hz,count_1Hz; 
   reg clock_1MHz_int,clock_100KHz_int,clock_10KHz_int,clock_1KHz_int,clock_100Hz_int,clock_10Hz_int,clock_1Hz_int; 
   always @(posedge clock_40MHz)
   begin 
      if (count_1MHz !=19)
         count_1MHz <= count_1MHz + 1 ; 
      else
      begin
         count_1MHz <= 4'b0000 ; 
         clock_1MHz_int <= ~clock_1MHz_int ; 
      end 
      clock_1MHz <= clock_1MHz_int ; 
      clock_100KHz <= clock_100KHz_int ; 
      clock_10KHz <= clock_10KHz_int ; 
      clock_1KHz <= clock_1KHz_int ; 
      clock_100Hz <= clock_100Hz_int ; 
      clock_10Hz <= clock_10Hz_int ; 
      clock_1Hz <= clock_1Hz_int ; 
   end 
   always @(posedge clock_1MHz_int)
   begin 
      if (count_100KHz != 4)
         count_100KHz <= count_100KHz + 1 ; 
      else
      begin
         count_100KHz <= 3'b000 ; 
         clock_100KHz_int <= ~clock_100KHz_int ; 
      end 
   end
   always @(posedge clock_100KHz_int)
   begin 
      if (count_10KHz != 4)
         count_10KHz <= count_10KHz + 1 ; 
      else
      begin
         count_10KHz <= 3'b000 ; 
         clock_10KHz_int <= ~clock_10KHz_int ; 
      end 
   end 
   always @(posedge clock_10KHz_int)
   begin
      if (count_1KHz != 4)
         count_1KHz <= count_1KHz + 1 ; 
      else
      begin
         count_1KHz <= 3'b000 ; 
         clock_1KHz_int <= ~clock_1KHz_int ; 
      end 
   end 
   always @(posedge clock_1KHz_int)  
   begin
      if (count_100Hz != 4)
         count_100Hz <= count_100Hz + 1 ; 
      else
      begin
         count_100Hz <= 3'b000 ; 
         clock_100Hz_int <= ~clock_100Hz_int ; 
      end 
   end 
   always @(posedge clock_100Hz_int)
   begin
      if (count_10Hz != 4)
         count_10Hz <= count_10Hz + 1 ; 
      else
      begin
         count_10Hz <= 3'b000 ; 
         clock_10Hz_int <= ~clock_10Hz_int ; 
      end 
   end 
   always @(posedge clock_10Hz_int)
   begin
      if (count_1Hz != 4)
         count_1Hz <= count_1Hz + 1 ; 
      else
      begin
         count_1Hz <= 3'b000 ; 
         clock_1Hz_int <= ~clock_1Hz_int ; 
      end 
   end 
endmodule

==> run summary <==
Implementation numbers.

- The run finished with clean final reports.
- The aggregate routed wire length is approximately 1500 um.
- For this run, the detailed router's first-pass iteration total came to 4.
- Summed over all layers, the global routing overflow is 0.
- According to the floorplan log, the row count is 29.
- The clock period could shrink to between 1 and 1.5 ns.
- Net switching is 17.9% of the power.
- The area taken by sequential standard cells is reported as 811 sq um.
- In this run, post-CTS hold repair placed 0 buffers.
- The number of DRC violations after detailed-routing iteration 0 is 12.
- The clock slew at the register clock pins of the worst setup and hold paths is 0.05 ns.
- In this run the full chip footprint comes out at between 10,000 and 15,000 sq um.
- The timer found 24 register pins that no clock reaches; their paths are not timed.
- The switching component of the power is 146 uW.
- The synthesized netlist has a Yosys-reported chip area of between 1000 and 1500 sq um.
- Before CTS, the worst setup slack after placement is ~0.039 ns.
- The power share of the sequential group is a little over half.
- Setup repair after global routing left no endpoint under its margin.
- Across every metal layer, demand over resource in global routing totals roughly 3.1%.
- In this run the worst path has a maximum fanout of 5.
- The count of unresolved DRC violations after routing is 0.
- The HPWL after detailed placement is approximately 1200 um.
- The cell count after synthesis came out at approximately 110.
- The setup path with the least slack is of type register to register.
- The share of final-layout standard cells stronger than drive strength 1 is under 10%.
- The endpoint class of the critical path is a register.
- Summed over all cells, the static leakage comes to 0.618 nW.
- The number of antenna violations at the first check in global routing is 0.
- The min-delay analysis places its worst path in the category register to register.
- The core utilization at floorplan is 20.7%.
- The warning tally printed by Yosys for this design is 1.
- The maximum clock insertion buffer count is 2.
- The routability-driven placement congestion ratio is between 0.6 and 0.7.
- Port buffering added 7 buffers.
- The final layout reports a setup TNS of 0 ns.
- The count of endpoints without a timing constraint is 36.
- Looking at the clock tree report, the H-tree level count equals 1.
- The final route contains about 670 vias.
- In this run the horizontal extent of the chip is 102 um.
- The core box area is 6460 sq um.
- The maximum clock rate is 0.889 GHz.
- In the finished design, the share of the clock period the worst path needs comes to a little over nine tenths.
- The wire length of the first global-routing pass is approximately 2700 um.
- The clock network latency to the later pin of the worst-skew pair is approximately 0.24 ns.
- The number of global-route vias before repair is 641.
- Synthesis instantiated 17 different standard cells from the library.
- The number of top-level pins is 8.
- The sequential fraction of the synthesis area is around three fifths.
- The kind of start point of the critical path is a register.
- The slew at the pin closest to its max-slew limit is around 0.26 ns.
- The post-detailed-route via-to-cell ratio is around 3.3.
- For reference, the final report shows the hold violation count at 0.
- The final antenna-violating net count is 0.
- Between the synthesized netlist and the finished layout, the area growth was recorded as 16.1%.
- The required time at the worst-slack endpoint is ~1.1 ns.
- The largest net degree at the start of global routing is 8.
- In this run the maximum-capacitance check reported violations numbering 0.
- The average wire per cell in the routed design is roughly 7.3 um.
- TritonCTS built the clock tree.
- The number of buffers inserted during clock tree synthesis is 3.
- The setup clock skew after layout is about 0.00090 ns.
- The number of failing setup endpoints in the final timing report is 0.
- The script computed a power per unit cell area of approximately 530 nW/um^2.
- Synthesis inferred 37 register bits.
- The tally of filler cells in the layout is approximately 680.
- The floorplan step set the die height to around 100 um.
- The CTS root buffer is sky130_fd_sc_hd__clkbuf_8.
- A synthesized cell averages approximately 12 sq um.
- The worst pin sits at a relative slew slack of 82.3%.
- After synthesis the cells add up to between 1000 and 1500 sq um.
- Looking at the power breakdown, combinational cells take 0% of the total.
- On the critical path the data arrives at around 1.1 ns.
- The setup fix buffers added after clock tree synthesis is 0.
- The internal power consumption is 671 uW.
- Summing all multi-input logic gate instances after layout gives approximately 460 sq um.
- Setup slack closes at roughly 0.075 ns.
- The number of pins with negative max-slew slack in the final report is 0.
- Per report_power, the clock group accounts for ~47% of the total.
- The maximum vdd drop is roughly 350 uV.
- The tool warning count is 31.
- The number of cells reported by Yosys stat comes to around 110.
- The repair_antennas step left the layout with diodes totalling 0.
==> worst paths after layout <==
| check | end | startpoint | depth (start not counted) | slack (ns) |
|---|---|---|---|---|
| max | clock_1MHz_int | count_1MHz[0] | 2 | 0.07 |
| min reg2reg | clock_1MHz | clock_1MHz_int | 0 | 0.48 |
| max reg2reg | clock_1MHz_int | count_1MHz[0] | 2 | 0.07 |
| min | clock_1MHz | clock_1MHz_int | 0 | 0.48 |
==> cells in the final DEF, fill, tap and decap left out <==
| cell type | Yosys | routed |
|---|---|---|
| sky130_fd_sc_hd__inv_1 | 21 | 21 |
| sky130_fd_sc_hd__ha_1 | 13 | 12 |
| sky130_fd_sc_hd__nor2_1 | 7 | 7 |
| sky130_fd_sc_hd__dfxtp_1 | 30 | 30 |
| sky130_fd_sc_hd__nand2b_1 | 6 | 6 |
| sky130_fd_sc_hd__o211ai_1 | 1 | 1 |
| sky130_fd_sc_hd__nor2b_1 | 7 | 7 |
| sky130_fd_sc_hd__a22o_1 | 1 | 1 |
| sky130_fd_sc_hd__edfxtp_1 | 7 | 7 |
| sky130_fd_sc_hd__o21ai_1 | 1 | 1 |
| sky130_fd_sc_hd__xnor2_1 | 1 | 1 |
| sky130_fd_sc_hd__dlygate4sd2_1 | 0 | 7 |
| sky130_fd_sc_hd__ha_4 | 0 | 1 |
| sky130_fd_sc_hd__clkbuf_1 | 0 | 1 |
| sky130_fd_sc_hd__o21ai_0 | 2 | 2 |
| sky130_fd_sc_hd__and2_1 | 6 | 6 |
| sky130_fd_sc_hd__nand3b_1 | 1 | 1 |
| sky130_fd_sc_hd__mux2i_1 | 6 | 6 |
| sky130_fd_sc_hd__clkbuf_8 | 0 | 3 |
| sky130_fd_sc_hd__nor4b_4 | 1 | 1 |
| sky130_fd_sc_hd__nand3_1 | 1 | 1 |
==> cells in the mapped netlist <==
master | n | area [sq um]
sky130_fd_sc_hd__nand3_1 | 1 | 5.00
sky130_fd_sc_hd__edfxtp_1 | 7 | 210
sky130_fd_sc_hd__mux2i_1 | 6 | 60.1
sky130_fd_sc_hd__nor2_1 | 7 | 26.3
sky130_fd_sc_hd__nor4b_4 | 1 | 23.8
sky130_fd_sc_hd__ha_1 | 13 | 163
sky130_fd_sc_hd__inv_1 | 21 | 78.8
sky130_fd_sc_hd__nand3b_1 | 1 | 7.51
sky130_fd_sc_hd__xnor2_1 | 1 | 8.76
sky130_fd_sc_hd__nor2b_1 | 7 | 43.8
sky130_fd_sc_hd__dfxtp_1 | 30 | 601
sky130_fd_sc_hd__nand2b_1 | 6 | 37.5
sky130_fd_sc_hd__o21ai_0 | 2 | 10.0
sky130_fd_sc_hd__o21ai_1 | 1 | 5.00
sky130_fd_sc_hd__a22o_1 | 1 | 8.76
sky130_fd_sc_hd__o211ai_1 | 1 | 7.51
sky130_fd_sc_hd__and2_1 | 6 | 37.5
==> kinds of logic after synthesis <==
family          after synthesis  share of synthesized area [%]
simple gates                 29                           13.6
flops                        37                           60.8
compound gates                5                           2.35
fa+ha+maj                    13                           12.2
mux                           6                           4.50
xor+xnor                      1                          0.657
buf+inv                      21                           5.91
==> layer usage <==
| layer | GRT usage, % | wire (um) |
|---|---|---|
| met5 | 0 | 0 |
| met4 | 0.217 | 0 |
| met3 | 1.91 | 145 |
| met2 | 3.90 | 500 |
| met1 | 4.56 | 812 |
==> power groups by stage <==
stage	registers, mW	logic [mW]	clock network (mW)
CTS	0.436	0.000000276	0.397
global route	0.436	0.000000273	0.427
finish	0.437	0.000000273	0.380
==> timing repair <==
| item | in CTS | in global routing |
|---|---|---|
| setup endpoints to repair | 7 | 1 |
| endpoints found under the hold margin | 0 | 0 |
| resized | 7 | 2 |
==> per-stage QoR <==
stage          hold slack, ns  cells  util [%]  cell area [sq um]  power [mW]
2_1_floorplan           0.414    112         -               1330       0.446
3_3_place_gp            0.437    196      23.2               1500       0.446
3_5_place_dp            0.443    196      23.2               1500       0.446
4_1_cts                 0.454    200      23.8               1540       0.834
5_1_grt                 0.537    200      24.0               1550       0.863
6_report                0.484    200      24.0               1550       0.816
==> worst max-delay path, stage by stage, from the launching register on <==
cell and delay (ns):
sky130_fd_sc_hd__dfxtp_1 0.39, sky130_fd_sc_hd__ha_4 0.17, sky130_fd_sc_hd__nor4b_4 0.25
==> area by class of cell <==
class                   instances  share of cell area [%]
flip-flops and latches         37                    52.3
clock buffers                   4                    2.91
inverters                      21                    5.09
repair buffers                  7                    3.96
well taps                      77                    6.22
multi-input cells              54                    29.5
==> flip-flops by register name, indices dropped and copies added, names as in the netlist, 3 cells and up <==
register,count
count_1MHz,5
count_1KHz,3
count_1Hz,3
count_100Hz,3
count_100KHz,3
count_10Hz,3
count_10KHz,3
Power and IR drop assume default switching activity.
