[flow/config.mk]
export PLATFORM = sky130hd
export DESIGN_NAME = boo
export DESIGN_NICKNAME = boo
export VERILOG_FILES = /design/flow/design.v
export SDC_FILE = /design/flow/constraint.sdc
export NUM_CORES = 4
export LEC_CHECK = 1
export CORE_UTILIZATION = 50
[flow/constraint.sdc]
current_design boo

set clk_period 3.2
set clk_io_pct 0.2

create_clock -name clk0 -period $clk_period [get_ports {LCD_CLK}]

set non_clock_inputs [all_inputs -no_clocks]
set_input_delay [expr $clk_period * $clk_io_pct] -clock clk0 $non_clock_inputs
set_output_delay [expr $clk_period * $clk_io_pct] -clock clk0 [all_outputs]
[flow/design.v]
module boo(pressed,LCD_CLK, RESETN, LCD_DATA, LCD_ENABLE,
       LCD_RW, LCD_RSTN, LCD_CS1, LCD_CS2, LCD_DI);
	input  LCD_CLK;
	input  RESETN;
	input pressed;
	output reg [7:0]  LCD_DATA;
	output LCD_ENABLE; 
	output reg LCD_RW;
	output LCD_RSTN;
	output reg LCD_CS1 = 0;
	output reg LCD_CS2 = 1;
	output reg LCD_DI;
	reg [7:0]  LCD_DATA_NEXT;
	reg LCD_RW_NEXT;
	reg LCD_DI_NEXT;
	reg [2:0]  STATE, STATE_NEXT;
	reg [2:0]  X_PAGE, X_PAGE_NEXT;
	reg [5:0]  Y, Y_NEXT;
	reg [1:0]IMAGE, IMAGE_NEXT;
	reg [7:0] PATTERN;
	reg [6:0]  INDEX, INDEX_NEXT;
	reg [15:0] PAUSE_TIME, PAUSE_TIME_NEXT;
	reg START, START_NEXT;	
	reg NEW_PAGE, NEW_PAGE_NEXT;
	reg NEW_COL, NEW_COL_NEXT;
	reg [2:0] PAGE_COUNTER, PAGE_COUNTER_NEXT;
	reg [6:0] COL_COUNTER, COL_COUNTER_NEXT;
	reg ENABLE, ENABLE_NEXT;
	parameter Init = 3'd0, Set_StartLine = 3'd1, Clear_Screen = 3'd2, Copy_Image = 3'd3, Pause = 3'd4;
	parameter Delay = 16'b0000_0000_0000_1000;
	assign LCD_ENABLE = LCD_CLK & ENABLE;  
	assign LCD_RSTN = RESETN;
	assign PAUSED_TO_THE_END = (PAUSE_TIME == 0) ? 1 : 0;	
	always@(posedge LCD_CLK or negedge RESETN) begin
		if (!RESETN) begin
			STATE    <= Init;
			PAUSE_TIME    <= Delay;
			X_PAGE   <= 0;
			Y  <= 0;
			INDEX 	<=  0;
			LCD_DI   <= 0;
			LCD_RW   <= 0;
			IMAGE    <= 0;
			START <= 0;
			NEW_PAGE <= 1'b0;
			NEW_COL <= 1'b0;
			COL_COUNTER <= 0;
			PAGE_COUNTER <= 0;
			ENABLE <= 1'b0;
		end else begin
			STATE    <= STATE_NEXT;
			PAUSE_TIME    <= PAUSE_TIME_NEXT;
			X_PAGE   <= X_PAGE_NEXT;
			Y  <= Y_NEXT;
			INDEX<= INDEX_NEXT;
			LCD_DI   <= LCD_DI_NEXT;
			LCD_RW   <= LCD_RW_NEXT;
			LCD_DATA <= LCD_DATA_NEXT;
			IMAGE <= IMAGE_NEXT;	
			START <= START_NEXT;	
			NEW_PAGE <= NEW_PAGE_NEXT;
			NEW_COL <= NEW_COL_NEXT;
			COL_COUNTER <= COL_COUNTER_NEXT;
			PAGE_COUNTER <= PAGE_COUNTER_NEXT;
			ENABLE <= ENABLE_NEXT;
		end
	end
	always @(*) begin
		STATE_NEXT  = STATE;
		PAUSE_TIME_NEXT = PAUSE_TIME;
		X_PAGE_NEXT = X_PAGE;
		Y_NEXT = Y;
		INDEX_NEXT = INDEX;
		LCD_DI_NEXT = LCD_DI;
		LCD_RW_NEXT = LCD_RW;
		LCD_DATA_NEXT = LCD_DATA;	
		IMAGE_NEXT = IMAGE;
		COL_COUNTER_NEXT = COL_COUNTER; 
		PAGE_COUNTER_NEXT = PAGE_COUNTER;
		START_NEXT =	1'b0;	
		NEW_PAGE_NEXT = 1'b0;
		NEW_COL_NEXT = 1'b0;	
		ENABLE_NEXT = 1'b0;
		case(STATE)
			Init: begin   
				STATE_NEXT =  Set_StartLine;
				LCD_DI_NEXT = 1'b0;
				LCD_RW_NEXT = 1'b0;
				LCD_DATA_NEXT = 8'b0011111_1;
				ENABLE_NEXT = 1'b1;
			end
			Set_StartLine: begin  
				STATE_NEXT = Clear_Screen;
				LCD_DI_NEXT = 1'b0;
				LCD_RW_NEXT = 1'b0;
				LCD_DATA_NEXT = 8'b11_000000;  
				ENABLE_NEXT = 1'b1;
				START_NEXT = 1'b1;
			end
			Clear_Screen: begin
				if (START) begin
					NEW_PAGE_NEXT = 1'b1;
					PAGE_COUNTER_NEXT = 0;
					COL_COUNTER_NEXT = 0;
					X_PAGE_NEXT = 0;  
				end else	
				if (NEW_PAGE) begin
					LCD_DI_NEXT = 1'b0;
					LCD_RW_NEXT = 1'd0;
					LCD_DATA_NEXT = {5'b10111, X_PAGE};
					ENABLE_NEXT = 1'b1;
					NEW_COL_NEXT = 1'b1;
				end else if (NEW_COL) begin 
					LCD_DI_NEXT    = 1'b0;
					LCD_RW_NEXT    = 1'd0;
					LCD_DATA_NEXT  = 8'b01_000000;  
					ENABLE_NEXT = 1'b1;
				end else if (COL_COUNTER < 64) begin
					LCD_DI_NEXT    = 1'b1;
					LCD_RW_NEXT    = 1'd0;
					LCD_DATA_NEXT  = 8'b00000000;
					ENABLE_NEXT = 1'b1;
					COL_COUNTER_NEXT = COL_COUNTER + 1;
				end else begin
					if (PAGE_COUNTER == 7) begin  
						STATE_NEXT = Copy_Image;
						START_NEXT = 1'b1;
					end else begin
						X_PAGE_NEXT  = X_PAGE + 1;
						NEW_PAGE_NEXT = 1'b1;
						PAGE_COUNTER_NEXT = PAGE_COUNTER + 1;
						COL_COUNTER_NEXT = 0;
					end
				end
			end						
			Copy_Image: begin  
				if (START) begin
					NEW_PAGE_NEXT = 1'b1;
					X_PAGE_NEXT = 3;   
					PAGE_COUNTER_NEXT = 0;
					COL_COUNTER_NEXT = 0;
				end else if (NEW_PAGE) begin
					LCD_DI_NEXT = 1'b0;
					LCD_RW_NEXT = 1'b0;
					LCD_DATA_NEXT = {5'b10111, X_PAGE}; 
					ENABLE_NEXT = 1'b1;
					NEW_COL_NEXT = 1'b1;
				end else if (NEW_COL) begin
					LCD_DI_NEXT = 1'b0;
					LCD_RW_NEXT = 1'b0;
					LCD_DATA_NEXT = {2'b01,Y};
					ENABLE_NEXT = 1'b1;
				end else if (COL_COUNTER < 32) begin  
					LCD_DI_NEXT = 1'b1;
					LCD_RW_NEXT = 1'b0;
					LCD_DATA_NEXT = PATTERN;
					ENABLE_NEXT = 1'b1;
					INDEX_NEXT = INDEX + 1;
					COL_COUNTER_NEXT = COL_COUNTER + 1;
				end else begin 
					if(pressed)begin					
					IMAGE_NEXT = 2'b01;
					end else IMAGE_NEXT = 2'b00;
					if (PAGE_COUNTER == 3) begin  
						STATE_NEXT = Pause;
					end else begin
						X_PAGE_NEXT = X_PAGE + 1;		
						NEW_PAGE_NEXT = 1'b1;
						PAGE_COUNTER_NEXT = PAGE_COUNTER + 1;
						COL_COUNTER_NEXT = 0;
					end
				end				
			end
			Pause: begin
				if (PAUSED_TO_THE_END) begin
					STATE_NEXT = Copy_Image;
					START_NEXT = 1'b1;
				end 
				else STATE_NEXT = Pause;
				PAUSE_TIME_NEXT = PAUSE_TIME - 1; 
			end
			default: STATE_NEXT = Init;
		endcase
    end
  always @(*)begin
	case (IMAGE)
		2'b00:	 
			case (INDEX)
			  8'h00  :  PATTERN = 8'hC0;  
			  8'h01  :  PATTERN = 8'h20;  
			  8'h02  :  PATTERN = 8'h10;  
			  8'h03  :  PATTERN = 8'h08;
			  8'h04  :  PATTERN = 8'h04;
			  8'h05  :  PATTERN = 8'h02;
			  8'h06  :  PATTERN = 8'h02;
			  8'h07  :  PATTERN = 8'h02;
			  8'h08  :  PATTERN = 8'h02; 
			  8'h09  :  PATTERN = 8'h01;
			  8'h0A  :  PATTERN = 8'h01;
			  8'h0B  :  PATTERN = 8'h01;
			  8'h0C  :  PATTERN = 8'h01;
			  8'h0D  :  PATTERN = 8'h01;
			  8'h0E  :  PATTERN = 8'h01;
			  8'h0F  :  PATTERN = 8'h03;
			  8'h10  :  PATTERN = 8'h02;
			  8'h11  :  PATTERN = 8'h02;
			  8'h12  :  PATTERN = 8'h04;
			  8'h13  :  PATTERN = 8'h04;
			  8'h14  :  PATTERN = 8'h08;
			  8'h15  :  PATTERN = 8'h30;
			  8'h16  :  PATTERN = 8'hC0;
			  8'h17  :  PATTERN = 8'h00;  
			  8'h18  :  PATTERN = 8'h00; 
			  8'h19  :  PATTERN = 8'h00;
			  8'h1A  :  PATTERN = 8'h00;
			  8'h1B  :  PATTERN = 8'h00;
			  8'h1C  :  PATTERN = 8'h00;
			  8'h1D  :  PATTERN = 8'h00;
			  8'h1E  :  PATTERN = 8'h00;
			  8'h1F  :  PATTERN = 8'h00;
			  8'h20  :  PATTERN = 8'h3F;  
			  8'h21  :  PATTERN = 8'hE0;
			  8'h22  :  PATTERN = 8'h20;
			  8'h23  :  PATTERN = 8'h20;
			  8'h24  :  PATTERN = 8'h20;
			  8'h25  :  PATTERN = 8'h30;
			  8'h26  :  PATTERN = 8'h10;
			  8'h27  :  PATTERN = 8'h4F;    
			  8'h28  :  PATTERN = 8'h20; 
			  8'h29  :  PATTERN = 8'h21;
			  8'h2A  :  PATTERN = 8'h22;
			  8'h2B  :  PATTERN = 8'h02;
			  8'h2C  :  PATTERN = 8'h84;
			  8'h2D  :  PATTERN = 8'h88;
			  8'h2E  :  PATTERN = 8'h08;
			  8'h2F  :  PATTERN = 8'h28;
			  8'h30  :  PATTERN = 8'h28;
			  8'h31  :  PATTERN = 8'h28;
			  8'h32  :  PATTERN = 8'h08;
			  8'h33  :  PATTERN = 8'h10;
			  8'h34  :  PATTERN = 8'hE0;
			  8'h35  :  PATTERN = 8'h20;
			  8'h36  :  PATTERN = 8'h1F;
			  8'h37  :  PATTERN = 8'h00;  
			  8'h38  :  PATTERN = 8'h00; 
			  8'h39  :  PATTERN = 8'h00;
			  8'h3A  :  PATTERN = 8'h00;
			  8'h3B  :  PATTERN = 8'h00;
			  8'h3C  :  PATTERN = 8'h00;
			  8'h3D  :  PATTERN = 8'h00;
			  8'h3E  :  PATTERN = 8'h00;
			  8'h3F  :  PATTERN = 8'h00;
			  8'h40  :  PATTERN = 8'h00;  
			  8'h41  :  PATTERN = 8'h00;
			  8'h42  :  PATTERN = 8'h01;  
			  8'h43  :  PATTERN = 8'h0F;
			  8'h44  :  PATTERN = 8'h18;
			  8'h45  :  PATTERN = 8'h20;
			  8'h46  :  PATTERN = 8'h40;
			  8'h47  :  PATTERN = 8'h40;    
			  8'h48  :  PATTERN = 8'h40; 
			  8'h49  :  PATTERN = 8'h40;
			  8'h4A  :  PATTERN = 8'h48;
			  8'h4B  :  PATTERN = 8'h48;
			  8'h4C  :  PATTERN = 8'h51;
			  8'h4D  :  PATTERN = 8'h50;
			  8'h4E  :  PATTERN = 8'h51;
			  8'h4F  :  PATTERN = 8'h48;
			  8'h50  :  PATTERN = 8'h28;
			  8'h51  :  PATTERN = 8'h20;
			  8'h52  :  PATTERN = 8'h10;
			  8'h53  :  PATTERN = 8'h0C;
			  8'h54  :  PATTERN = 8'h00;
			  8'h55  :  PATTERN = 8'h00;
			  8'h56  :  PATTERN = 8'h00;
			  8'h57  :  PATTERN = 8'h00;
			  8'h58  :  PATTERN = 8'h00;
			  8'h59  :  PATTERN = 8'h00;
			  8'h5A  :  PATTERN = 8'h00;
			  8'h5B  :  PATTERN = 8'h00;
			  8'h5C  :  PATTERN = 8'h00;
			  8'h5D  :  PATTERN = 8'h00;
			  8'h5E  :  PATTERN = 8'h00;
			  8'h5F  :  PATTERN = 8'h00;			  
			endcase
		2'b01:	 
			case (INDEX)
			  8'h00  :  PATTERN = 8'h00;  
			  8'h01  :  PATTERN = 8'hC0;  
			  8'h02  :  PATTERN = 8'h30;  
			  8'h03  :  PATTERN = 8'h08;
			  8'h04  :  PATTERN = 8'h04;
			  8'h05  :  PATTERN = 8'h02;
			  8'h06  :  PATTERN = 8'h02;
			  8'h07  :  PATTERN = 8'h01;
			  8'h08  :  PATTERN = 8'h01; 
			  8'h09  :  PATTERN = 8'h01;
			  8'h0A  :  PATTERN = 8'h01;
			  8'h0B  :  PATTERN = 8'h01;
			  8'h0C  :  PATTERN = 8'h01;
			  8'h0D  :  PATTERN = 8'h02;
			  8'h0E  :  PATTERN = 8'h02;
			  8'h0F  :  PATTERN = 8'h02;
			  8'h10  :  PATTERN = 8'h02;
			  8'h11  :  PATTERN = 8'h04;
			  8'h12  :  PATTERN = 8'h04;
			  8'h13  :  PATTERN = 8'h08;
			  8'h14  :  PATTERN = 8'h10;
			  8'h15  :  PATTERN = 8'h60;
			  8'h16  :  PATTERN = 8'h80;
			  8'h17  :  PATTERN = 8'h00;  
			  8'h18  :  PATTERN = 8'h00; 
			  8'h19  :  PATTERN = 8'h00;
			  8'h1A  :  PATTERN = 8'h00;
			  8'h1B  :  PATTERN = 8'h00;
			  8'h1C  :  PATTERN = 8'h00;
			  8'h1D  :  PATTERN = 8'h00;
			  8'h1E  :  PATTERN = 8'h00;
			  8'h1F  :  PATTERN = 8'h00;
			  8'h20  :  PATTERN = 8'h33;  
			  8'h21  :  PATTERN = 8'h4D;
			  8'h22  :  PATTERN = 8'hC4;
			  8'h23  :  PATTERN = 8'h04;
			  8'h24  :  PATTERN = 8'h04;
			  8'h25  :  PATTERN = 8'h02;
			  8'h26  :  PATTERN = 8'h01;
			  8'h27  :  PATTERN = 8'h00;    
			  8'h28  :  PATTERN = 8'h08; 
			  8'h29  :  PATTERN = 8'h18;
			  8'h2A  :  PATTERN = 8'h18;
			  8'h2B  :  PATTERN = 8'h09;
			  8'h2C  :  PATTERN = 8'h61;
			  8'h2D  :  PATTERN = 8'h22;
			  8'h2E  :  PATTERN = 8'h62;
			  8'h2F  :  PATTERN = 8'h02;
			  8'h30  :  PATTERN = 8'h0A;
			  8'h31  :  PATTERN = 8'h1A;
			  8'h32  :  PATTERN = 8'h1A;
			  8'h33  :  PATTERN = 8'h02;
			  8'h34  :  PATTERN = 8'h02;
			  8'h35  :  PATTERN = 8'hFE;
			  8'h36  :  PATTERN = 8'h01;
			  8'h37  :  PATTERN = 8'h00;  
			  8'h38  :  PATTERN = 8'h10; 
			  8'h39  :  PATTERN = 8'h38;
			  8'h3A  :  PATTERN = 8'h38;
			  8'h3B  :  PATTERN = 8'h1F;
			  8'h3C  :  PATTERN = 8'h03;
			  8'h3D  :  PATTERN = 8'h01;
			  8'h3E  :  PATTERN = 8'h00;
			  8'h3F  :  PATTERN = 8'h00;
			  8'h40  :  PATTERN = 8'h00;  
			  8'h41  :  PATTERN = 8'h00;
			  8'h42  :  PATTERN = 8'h03;  
			  8'h43  :  PATTERN = 8'h0C;
			  8'h44  :  PATTERN = 8'h10;
			  8'h45  :  PATTERN = 8'h20;
			  8'h46  :  PATTERN = 8'h20;
			  8'h47  :  PATTERN = 8'h40;    
			  8'h48  :  PATTERN = 8'h4A; 
			  8'h49  :  PATTERN = 8'h4A;
			  8'h4A  :  PATTERN = 8'h52;
			  8'h4B  :  PATTERN = 8'h52;
			  8'h4C  :  PATTERN = 8'h52;
			  8'h4D  :  PATTERN = 8'h52;
			  8'h4E  :  PATTERN = 8'h52;
			  8'h4F  :  PATTERN = 8'h4A;
			  8'h50  :  PATTERN = 8'h26;
			  8'h51  :  PATTERN = 8'h20;
			  8'h52  :  PATTERN = 8'h10;
			  8'h53  :  PATTERN = 8'h10;
			  8'h54  :  PATTERN = 8'h0C;
			  8'h55  :  PATTERN = 8'h03;
			  8'h56  :  PATTERN = 8'h00;
			  8'h57  :  PATTERN = 8'h00;
			  8'h58  :  PATTERN = 8'h00;
			  8'h59  :  PATTERN = 8'h00;
			  8'h5A  :  PATTERN = 8'h00;
			  8'h5B  :  PATTERN = 8'h00;
			  8'h5C  :  PATTERN = 8'h00;
			  8'h5D  :  PATTERN = 8'h00;
			  8'h5E  :  PATTERN = 8'h00;
			  8'h5F  :  PATTERN = 8'h00;		 			  
			endcase
	endcase	
  end
endmodule 
[flow/run.sh]
#!/bin/bash
# OpenROAD 26Q1-2900-gdf79404cd8, Yosys 0.63+post, stock flow scripts
make -C /OpenROAD-flow-scripts/flow DESIGN_CONFIG=/design/flow/config.mk WORK_HOME=/design/flow/orfs finish
==> impl_metrics.yaml <==
# generated from flow reports
drt:
  num_antenna_cells: 0
  vias_per_cell: 6.39
  drtAntennaViolNets: 0
  drtPass1Iterations: 5
  wl_per_cell_um: 18.4
  drcViolationCount: 0
  drtIter0Drc: 389
  wl_mm: 11.8
  via_count: 4097
placed_design:
  hpwl_mm: 8.20
  numPortBuffers: 13
  dp.cells: 630
  place_congestion: 0.969
timing:
  fin_tns_setup_ps: 0
  unclocked_regs: 8
  rsz0062_at_grt: "false"
  hold_viol: 0
  setup_viol: 0
  skew_ps: 7.38
  slew_violations: 0
  worst_pin_slew_ps: 814
  whs_ps: 388
  untimed_endpoints: 8
  slew_headroom_pct: 45.8
grt:
  overflow: 0
  antenna_found_initial: 0
  grt_usage_pct: 27.1
  first_global_vias: 3891
  grt_pass1_wl_mm: 19.9
  grt_max_degree: 53
synthesis:
  synth-area-yosys_mm2: 0.00448
  adder_share_pct: 3.35
  topCellsByArea: "dfrtp_1 25%, edfxtp_1 5.4%, nand2_1 4.9%"
  synth_top_flop_cell: "dfrtp_1"
  synthMuxAreaShare_pct: 1.65
  synth-simple-area-share_pct: 25.9
  synthTopLogicFamily: "simple AND/OR/NAND/NOR gates"
  synth.distinct_cells: 75
  ys.flops: 64
  synth_async_sr_flop_share_pct: 75.0
  synth-edff-count: 8
  xor_area_share_pct: 4.30
  synthCells: 542
  yosys.area.top_type: "dfrtp_1"
  syn_area_per_cell_um2: 8.27
  ys_cells: 542
  syn-cell-area_mm2: 0.00448
  synth_warnings: 2
  yosys.area_share.aoi_pct: 23.3
  top_area_share_pct: 25.1
worst_setup_path:
  crit_path_end: "LCD_ENABLE"
  r2r_slack_ps: 870
  cp.required_ps: 2560
  r2r_cells: 4
  cp_max_fo: 2
  critPathBufInv: 3
  crit_start: "LCD_CLK"
  cp_common_cell: "clkbuf_8"
  cp.depth: 4
  cp.arrival_ps: 2360
  slowest_stage: "clkdlybuf4s50_1"
  cp_cell_sequence: "clkbuf_8 -> clkbuf_8 -> and2_1 -> clkdlybuf4s50_1"
  endpoint_kind: "primary output"
  r2r-start: "STATE[4]"
  critPathKind: "clock port to primary output"
  crit_path_max_incr_delay_ps: 390
  worstSetupStartpointType: "clock port"
  critical-path-top-delay-family: "buffers and inverters"
  r2r_end: "LCD_DATA[5]"
pwr:
  leakage_uw: 0.00190
  powerDensity_mw_per_mm2: 311
  peakVddDrop_mv: 0.289
die:
  die_h_um: 96.7
  rows: 34
  die-area_mm2: 0.00935
  core_area_mm2: 0.00868
  ios: 17
  initCoreUtil_pct: 51.6
  die_w_um: 96.7
job:
  warnings: 32
  maxCapViolCount: 0
finish:
  area_growth_syn_to_layout_pct: 5.81
  drive_gt1_share_pct: 6.57
  fill_cells: 804
  final_cells: 641
cts:
  cts_tree: "yes"
  clk_latency_ps: 410
  clk_pin_slew_ps: 100
  cts_resized: 0
  post_cts_buffers: 0
  hold_buffers: 0
status:
  status: "complete, no violations"
min_path:
  min_path_type: "primary input to asynchronous set/reset pin"
per-stage QoR:
| stage | utilization (%) | instance area, um^2 | total power [uW] | setup WS (ps) |
|---|---|---|---|---|
| 3_5_place_dp | 52.9 | 4590 | 931 | 451 |
| 4_1_cts | 54.6 | 4740 | 1500 | 189 |
| 2_1_floorplan | - | 4490 | 862 | 846 |
| 5_1_grt | 54.6 | 4740 | 1550 | 182 |
| 6_report | 54.6 | 4740 | 1480 | 199 |
| 3_3_place_gp | 52.9 | 4590 | 929 | 451 |
flip-flops by register name (all words and copies together) (netlist names), 2 cells and up:
| signal | cells |
|---|---|
| COL_COUNTER | 7 |
| IMAGE | 2 |
| INDEX | 7 |
| LCD_DATA | 8 |
| PAGE_COUNTER | 3 |
| PATTERN | 8 |
| PAUSE_TIME | 16 |
| STATE | 5 |
| X_PAGE | 3 |
placed cells by master, fill, tap and decap left out, types with 7 or more instances in the layout:
cell             synthesis  routed
buf_4                    4       8
ha_1                    12      12
nand2b_1                12      12
a22oi_1                  9       9
clkdlybuf4s50_1          0      12
edfxtp_1                 8       8
nor4_1                   8       8
a21oi_1                 27      27
o31ai_1                  7       7
nand3_1                 20      20
o21ai_0                 34      34
nor2b_1                 16      16
dfrtp_1                 45      45
dlxtn_1                  8       8
clkbuf_8                 0       8
and3_1                   7       7
nor2_1                  38      38
nand2_1                 58      58
nor3_1                  22      22
inv_1                   18      18
xnor2_1                 16      16
cell type report:
type,instances,area [um^2],area share (%)
inverters,19,71.3,1.50
multi-input cells,418,2630,55.5
flip-flops and latches,64,1570,33.0
well taps,108,135,2.85
clock buffers,10,124,2.61
repair buffers,20,175,3.69
clock inverters,2,38.8,0.818
cell usage after synthesis, types with 7 or more instances:
cell type / n
nand2_1: 58
dfrtp_1: 45
nor2_1: 38
o21ai_0: 34
a21oi_1: 27
nor3_1: 22
nand3_1: 20
inv_1: 18
buf_2: 17
nor2b_1: 16
xnor2_1: 16
clkbuf_1: 14
ha_1: 12
nand2b_1: 12
a22oi_1: 9
dlxtn_1: 8
edfxtp_1: 8
nor4_1: 8
and3_1: 7
o31ai_1: 7
layer usage:
metal | wire, um | track usage, % | share of wire, % | vias up
met5 | 0 | 0 | 0 | -
li1 | - | - | - | 1957
met4 | 343 | 7.23 | 2.9 | 0
met1 | 5510 | 44.5 | 47 | 1925
met3 | 952 | 4.49 | 8.1 | 31
met2 | 4980 | 38.5 | 42 | 184
worst min-delay path by stage:
stage,cells after the start,end,from
4_1_cts,0,STATE[3],STATE[0]
5_1_grt,0,STATE[3],STATE[0]
6_report,2,INDEX[6],RESETN
logic make-up (layout without fill, tap and decap cells):
family	count (synthesis)	count (layout)
DFF	56	56
latches	8	8
adders and majority gates	12	12
AOI/OAI and AO/OA	151	151
and+or+nand+nor	222	222
buffers and inverters	62	51
muxes	7	7
xor gates and xnor gates	22	22
other	2	4
where the power goes:
group | internal (uW) | switching (uW) | leakage, uW
registers | 753 | 26.7 | 0.000770
clock network | 340 | 247 | 0.0000836
logic | 51.2 | 59.1 | 0.00104
Power figures rest on the tool's default switching activity, not on a simulated workload.
